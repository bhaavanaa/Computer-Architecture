**config.mk**
```make
export PLATFORM = sky130hd
export DESIGN_NAME = wallace16b
export DESIGN_NICKNAME = wallace16b
export VERILOG_FILES = /design/flow/design.v
export SDC_FILE = /design/flow/constraint.sdc
export NUM_CORES = 4
export LEC_CHECK = 1
export CORE_UTILIZATION = 40
```
**constraint.sdc**
```tcl
current_design wallace16b

set clk_period 14.7
set clk_io_pct 0.2

create_clock -name clk0 -period $clk_period

set non_clock_inputs [all_inputs -no_clocks]
set_input_delay [expr $clk_period * $clk_io_pct] -clock clk0 $non_clock_inputs
set_output_delay [expr $clk_period * $clk_io_pct] -clock clk0 [all_outputs]
```
**design.v**
```verilog
module wallace(a, b, q);
input [8:1] a, b;					 
wire [15:1] p1, p2, p3, p4, p5, p6, p7, p8;						 
wire [15:1] s1, s2, s3, s4, s5, s6, c1, c2, c3, c4, c5;				 
wire [16:1] c6;
wire car, car1, car2, car3, car4, car5, car6, car7, car8;
output [16:1] q;
wire carry;
assign p1[8:1]=b & {8{a[1]}};		 
assign p1[15:9]=7'b0;
assign p2[1]=1'b0;							
assign p2[9:2]=b & {8{a[2]}};
assign p2[15:10]=6'b0;
assign p3[2:1]=2'b0;							
assign p3[10:3]=b & {8{a[3]}};
assign p3[15:11]=5'b0;
assign p4[3:1]=3'b0;			
assign p4[11:4]=b & {8{a[4]}};
assign p4[15:12]=4'b0;
assign p5[4:1]=4'b0;
assign p5[12:5]=b & {8{a[5]}};
assign p5[15:13]=3'b0;
assign p6[5:1]=5'b0;
assign p6[13:6]=b & {8{a[6]}};
assign p6[15:14]=2'b0;
assign p7[6:1]=6'b0;
assign p7[14:7]=b & {8{a[7]}};
assign p7[15]=1'b0;
assign p8[7:1]=7'b0;
assign p8[15:8]=b & {8{a[8]}};
assign c1[1]=0;
assign c1[2]=0;														 
assign s1[1]=p1[1];
assign s1[2]=p1[2]^p2[2];
assign c1[3]=p1[2]&p2[2];
assign s1[3]=(p1[3]^p2[3])^p3[3];
assign c1[4]=(p1[3]&p2[3]) || (p2[3]&p3[3]) || (p3[3]&p1[3]);
assign s1[4]=(p1[4]^p2[4])^p3[4];
assign c1[5]=(p1[4]&p2[4]) || (p2[4]&p3[4]) || (p3[4]&p1[4]);
assign s1[5]=(p1[5]^p2[5])^p3[5];
assign c1[6]=(p1[5]&p2[5]) || (p2[5]&p3[5]) || (p3[5]&p1[5]);
assign s1[6]=(p1[6]^p2[6])^p3[6];
assign c1[7]=(p1[6]&p2[6]) || (p2[6]&p3[6]) || (p3[6]&p1[6]);
assign s1[7]=(p1[7]^p2[7])^p3[7];
assign c1[8]=(p1[7]&p2[7]) || (p2[7]&p3[7]) || (p3[7]&p1[7]);
assign s1[8]=(p1[8]^p2[8])^p3[8];
assign c1[9]=(p1[8]&p2[8]) || (p2[8]&p3[8]) || (p3[8]&p1[8]);
assign s1[9]=(p1[9]^p2[9])^p3[9];
assign c1[10]=(p1[9]&p2[9]) || (p2[9]&p3[9]) || (p3[9]&p1[9]);
assign s1[10]=(p1[10]^p2[10])^p3[10];
assign c1[11]=(p1[10]&p2[10]) || (p2[10]&p3[10]) || (p3[10]&p1[10]);
assign s1[15:11]=5'b0;
assign c1[15:12]=4'b0;
assign s2[1]=0;														 
assign s2[2]=0;
assign s2[3]=0;
assign c2[1]=0;
assign c2[2]=0;
assign c2[3]=0;
assign c2[4]=0;
assign c2[5]=0;
assign s2[4]=p4[4];
assign s2[5]=p4[5]^p5[5];
assign c2[6]=p4[5]&p5[5];
assign s2[6]=(p4[6]^p5[6])^p6[6];
assign c2[7]=(p4[6]&p5[6]) || (p5[6]&p6[6]) || (p6[6]&p4[6]);
assign s2[7]=(p4[7]^p5[7])^p6[7];
assign c2[8]=(p4[7]&p5[7]) || (p5[7]&p6[7]) || (p6[7]&p4[7]);
assign s2[8]=(p4[8]^p5[8])^p6[8];
assign c2[9]=(p4[8]&p5[8]) || (p5[8]&p6[8]) || (p6[8]&p4[8]);
assign s2[9]=(p4[9]^p5[9])^p6[9];
assign c2[10]=(p4[9]&p5[9]) || (p5[9]&p6[9]) || (p6[9]&p4[9]);
assign s2[10]=(p4[10]^p5[10])^p6[10];
assign c2[11]=(p4[10]&p5[10]) || (p5[10]&p6[10]) || (p6[10]&p4[10]);
assign s2[11]=(p4[11]^p5[11])^p6[11];
assign c2[12]=(p4[11]&p5[11]) || (p5[11]&p6[11]) || (p6[11]&p4[11]);
assign s2[12]=(p4[12]^p5[12])^p6[12];
assign c2[13]=(p4[12]&p5[12]) || (p5[12]&p6[12]) || (p6[12]&p4[12]);
assign s2[13]=(p4[13]^p5[13])^p6[13];
assign c2[14]=(p4[13]&p5[13]) || (p5[13]&p6[13]) || (p6[13]&p4[13]);
assign s2[15:14]=2'b0;
assign c2[15]=0;
assign s3[1]=s1[1];														 
assign s3[2]=s1[2];
assign c3[1]=0;
assign c3[2]=0;
assign c3[3]=0;
assign s3[3]=s1[3]^c1[3];
assign c3[4]=s1[3]&c1[3];
assign s3[4]=(s1[4]^c1[4])^s2[4];
assign c3[5]=(s1[4]&c1[4]) || (c1[4]&s2[4]) || (s2[4]&s1[4]);
assign s3[5]=(s1[5]^c1[5])^s2[5];
assign c3[6]=(s1[5]&c1[5]) || (c1[5]&s2[5]) || (s2[5]&s1[5]);
assign s3[6]=(s1[6]^c1[6])^s2[6];
assign c3[7]=(s1[6]&c1[6]) || (c1[6]&s2[6]) || (s2[6]&s1[6]);
assign s3[7]=(s1[7]^c1[7])^s2[7];
assign c3[8]=(s1[7]&c1[7]) || (c1[7]&s2[7]) || (s2[7]&s1[7]);
assign s3[8]=(s1[8]^c1[8])^s2[8];
assign c3[9]=(s1[8]&c1[8]) || (c1[8]&s2[8]) || (s2[8]&s1[8]);
assign s3[9]=(s1[9]^c1[9])^s2[9];
assign c3[10]=(s1[9]&c1[9]) || (c1[9]&s2[9]) || (s2[9]&s1[9]);
assign s3[10]=(s1[10]^c1[10])^s2[10];
assign c3[11]=(s1[10]&c1[10]) || (c1[10]&s2[10]) || (s2[10]&s1[10]);
assign s3[11]=(s1[11]^c1[11])^s2[11];
assign c3[12]=(s1[11]&c1[11]) || (c1[11]&s2[11]) || (s2[11]&s1[11]);
assign s3[12]=(s1[12]^c1[12])^s2[12];
assign c3[13]=(s1[12]&c1[12]) || (c1[12]&s2[12]) || (s2[12]&s1[12]);
assign s3[13]=(s1[13]^c1[13])^s2[13];
assign c3[14]=(s1[13]&c1[13]) || (c1[13]&s2[13]) || (s2[13]&s1[13]);
assign s3[15:14]=2'b0;
assign c3[15]=0;
assign s4[1]=0;														 
assign s4[2]=0;
assign s4[3]=0;
assign s4[4]=0;
assign s4[5]=0;
assign c4[1]=0;
assign c4[2]=0;
assign c4[3]=0;
assign c4[4]=0;
assign c4[5]=0;
assign c4[6]=0;
assign c4[7]=0;
assign s4[6]=c2[6];
assign s4[7]=c2[7]^p7[7];
assign c4[8]=c2[7]&p7[7];
assign s4[8]=c2[8]^p7[8]^p8[8];
assign c4[9]=(c2[8]&p7[8]) || (p7[8]&p8[8]) || (p8[8]&c2[8]);
assign s4[9]=(c2[9]^p7[9])^p8[9];
assign c4[10]=(c2[9]&p7[9]) || (p7[9]&p8[9]) || (p8[9]&c2[9]);
assign s4[10]=(c2[10]^p7[10])^p8[10];
assign c4[11]=(c2[10]&p7[10]) || (p7[10]&p8[10]) || (p8[10]&c2[10]);
assign s4[11]=(c2[11]^p7[11])^p8[11];
assign c4[12]=(c2[11]&p7[11]) || (p7[11]&p8[11]) || (p8[11]&c2[11]);
assign s4[12]=(c2[12]^p7[12])^p8[12];
assign c4[13]=(c2[12]&p7[12]) || (p7[12]&p8[12]) || (p8[12]&c2[12]);
assign s4[13]=(c2[13]^p7[13])^p8[13];
assign c4[14]=(c2[13]&p7[13]) || (p7[13]&p8[13]) || (p8[13]&c2[13]);
assign s4[14]=(c2[14]^p7[14])^p8[14];
assign c4[15]=(c2[14]&p7[14]) || (p7[14]&p8[14]) || (p8[14]&c2[14]);
assign s4[15]=(c2[15]^p7[15])^p8[15];
assign c5[1]=0;											 
assign c5[2]=0;
assign c5[3]=0;
assign c5[4]=0;												
assign s5[1]=s3[1];
assign s5[2]=s3[2];
assign s5[3]=s3[3];
assign s5[4]=s3[4]^c3[4];
assign c5[5]=s3[4]&c3[4];
assign s5[5]=(s3[5]^c3[5])^s4[5];
assign c5[6]=(s3[5]&c3[5]) || (c3[5]&s4[5]) || (s4[5]&s3[5]);
assign s5[5]=(s3[5]^c3[5])^s4[5];
assign c5[6]=(s3[5]&c3[5]) || (c3[5]&s4[5]) || (s4[5]&s3[5]);
assign s5[6]=(s3[6]^c3[6])^s4[6];
assign c5[7]=(s3[6]&c3[6]) || (c3[6]&s4[6]) || (s4[6]&s3[6]);
assign s5[7]=(s3[7]^c3[7])^s4[7];
assign c5[8]=(s3[7]&c3[7]) || (c3[7]&s4[7]) || (s4[7]&s3[7]);
assign s5[8]=(s3[8]^c3[8])^s4[8];
assign c5[9]=(s3[8]&c3[8]) || (c3[8]&s4[8]) || (s4[8]&s3[8]);
assign s5[9]=(s3[9]^c3[9])^s4[9];
assign c5[10]=(s3[9]&c3[9]) || (c3[9]&s4[9]) || (s4[9]&s3[9]);
assign s5[10]=(s3[10]^c3[10])^s4[10];
assign c5[11]=(s3[10]&c3[10]) || (c3[10]&s4[10]) || (s4[10]&s3[10]);
assign s5[11]=(s3[11]^c3[11])^s4[11];
assign c5[12]=(s3[11]&c3[11]) || (c3[11]&s4[11]) || (s4[11]&s3[11]);
assign s5[12]=(s3[12]^c3[12])^s4[12];
assign c5[13]=(s3[12]&c3[12]) || (c3[12]&s4[12]) || (s4[12]&s3[12]);
assign s5[13]=(s3[13]^c3[13])^s4[13];
assign c5[14]=(s3[13]&c3[13]) || (c3[13]&s4[13]) || (s4[13]&s3[13]);
assign s5[14]=(s3[14]^c3[14])^s4[14];
assign c5[15]=(s3[14]&c3[14]) || (c3[14]&s4[14]) || (s4[14]&s3[14]);
assign s5[15]=s4[15];
assign c6[1]=0;											 
assign c6[2]=0;
assign c6[3]=0;
assign c6[4]=0;	
assign c6[5]=0;												
assign s6[1]=s5[1];
assign s6[2]=s5[2];
assign s6[3]=s5[3];
assign s6[4]=s5[4];
assign s6[5]=s5[5]^c5[5];
assign c6[6]=s5[5]&c5[5];
assign s6[6]=(s5[6]^c5[6])^c4[6];
assign c6[7]=(s5[6]&c5[6]) || (c5[6]&c4[6]) || (c4[6]&s5[6]);
assign s6[7]=(s5[7]^c5[7])^c4[7];
assign c6[8]=(s5[7]&c5[7]) || (c5[7]&c4[7]) || (c4[7]&s5[7]);
assign s6[8]=(s5[8]^c5[8])^c4[8];
assign c6[9]=(s5[8]&c5[8]) || (c5[8]&c4[8]) || (c4[8]&s5[8]);
assign s6[9]=(s5[9]^c5[9])^c4[9];
assign c6[10]=(s5[9]&c5[9]) || (c5[9]&c4[9]) || (c4[9]&s5[9]);
assign s6[10]=(s5[10]^c5[10])^c4[10];
assign c6[11]=(s5[10]&c5[10]) || (c5[10]&c4[10]) || (c4[10]&s5[10]);
assign s6[11]=(s5[11]^c5[11])^c4[11];
assign c6[12]=(s5[11]&c5[11]) || (c5[11]&c4[11]) || (c4[11]&s5[11]);
assign s6[12]=(s5[12]^c5[12])^c4[12];
assign c6[13]=(s5[12]&c5[12]) || (c5[12]&c4[12]) || (c4[12]&s5[12]);
assign s6[13]=(s5[13]^c5[13])^c4[13];
assign c6[14]=(s5[13]&c5[13]) || (c5[13]&c4[13]) || (c4[13]&s5[13]);
assign s6[14]=(s5[14]^c5[14])^c4[14];
assign c6[15]=(s5[14]&c5[14]) || (c5[14]&c4[14]) || (c4[14]&s5[14]);
assign s6[15]=s5[15]^c4[15];
assign c6[16]=s5[15]&c4[15];
assign q[1]=s6[1];											 
assign q[2]=s6[2];
assign q[3]=s6[3];
assign q[4]=s6[4];												
assign q[5]=s6[5];	
assign q[6]=s6[6]^c6[6];
assign car=s6[6]&c6[6];
assign q[7]=s6[7]^c6[7]^car;
assign car1=(s6[7]&c6[7]) || (c6[7]&car) || (car&s6[7]);
assign q[8]=s6[8]^c6[8]^car1;
assign car2=(s6[8]&c6[8]) || (c6[8]&car1) || (car1&s6[8]);
assign q[9]=s6[9]^c6[9]^car2;
assign car3=(s6[9]&c6[9]) || (c6[9]&car2) || (car2&s6[9]);
assign q[10]=s6[10]^c6[10]^car3;
assign car4=(s6[10]&c6[10]) || (c6[10]&car3) || (car3&s6[10]);
assign q[11]=s6[11]^c6[11]^car4;
assign car5=(s6[11]&c6[11]) || (c6[11]&car4) || (car4&s6[11]);
assign q[12]=s6[12]^c6[12]^car5;
assign car6=(s6[12]&c6[12]) || (c6[12]&car5) || (car5&s6[12]);
assign q[13]=s6[13]^c6[13]^car6;
assign car7=(s6[13]&c6[13]) || (c6[13]&car6) || (car6&s6[13]);
assign q[14]=s6[14]^c6[14]^car7;
assign car8=(s6[14]&c6[14]) || (c6[14]&car7) || (car7&s6[14]);
assign q[15]=s6[15]^c6[15]^car8;
assign q[16]=c6[16];
endmodule
module fulladdercop(A, B, C, sum, carry);
	input A, B;
	input C;
	output sum, carry;
	assign sum = (A^B)^C;
	assign carry = (A&B)|(B&C)|(C&A);
endmodule
module four_bit_addercop(A, B, C, sum, carry);
	input [3:0] A, B;	
	input C;
	output [3:0] sum;
	output carry;
	wire W0, W1, W2;
	fulladdercop FA_0(A[0], B[0], C, sum[0], W0);
	fulladdercop FA_1(A[1], B[1], W0, sum[1], W1);
	fulladdercop FA_2(A[2], B[2], W1, sum[2], W2);
	fulladdercop FA_3(A[3], B[3], W2, sum[3], carry);
endmodule
module eight_bit_addercop(A, B, C, sum, carry);
	input[7:0] A, 
B;	
	input C;
	output[7:0] sum;
	output carry;
	wire W0;
	four_bit_addercop FBA_0(A[3:0], B[3:0], C, sum[3:0], W0);
	four_bit_addercop FBA_1(A[7:4], B[7:4], W0, sum[7:4], carry);
endmodule
module sixteen_bit_addercop(A, B, C, sum, carry);
	input[15:0] A, B;	
	input C;
	output[15:0] sum;
	output carry;
	wire W0;
	eight_bit_addercop EBA_0(A[7:0], B[7:0], C, sum[7:0], W0);
	eight_bit_addercop EBA_1(A[15:8], B[15:8], W0, sum[15:8], carry);
endmodule
module thirtytwo_bit_addercop(A, B, C, sum, carry);
	input[31:0] A, B;	
	input C;
	output[31:0] sum;
	output carry;
	wire W0;
	sixteen_bit_addercop EBA_0(A[15:0], B[15:0], C, sum[15:0], W0);
	sixteen_bit_addercop EBA_1(A[31:16], B[31:16], W0, sum[31:16], carry);
endmodule
module wallace16b(A, B, prod);
input [15:0] A,B;
output [31:0] prod;
wire [31:0] p0, p1, p2, p3, sum0, sum1;
wire carry0, carry1, c;
wallace m0(A[7:0], B[7:0], p0[15:0]);
wallace m1(A[15:8], B[7:0], p1[23:8]);
wallace m2(A[7:0], B[15:8], p2[23:8]);
wallace m3(A[15:8], B[15:8], p3[31:16]);
assign p1[7:0] = 8'd0;
assign p2[7:0] = 8'd0;
assign p3[15:0] = 16'd0;
assign p1[31:24] = 8'd0;
assign p2[31:24] = 8'd0;
assign p0[31:16] = 16'd0;
thirtytwo_bit_addercop t1(p0, p1, 1'b0, sum0, carry0);
thirtytwo_bit_addercop t2(sum0, p2, carry0, sum1, carry1);
thirtytwo_bit_addercop t3(sum1, p3, carry1, prod, c);
endmodule
```
**run.sh**
```bash
#!/bin/bash
# OpenROAD 26Q1-2900-gdf79404cd8, Yosys 0.63+post, stock flow scripts
make -C /OpenROAD-flow-scripts/flow DESIGN_CONFIG=/design/flow/config.mk WORK_HOME=/design/flow/orfs finish
```
==> Changelog: implementation <==
### Implementation results

- Status: finished, violations left
- Failing checks: negative setup slack
- Antenna viol nets, final: 0
- Number of fill cells: ~2000
- Synth cell count leaders: 274 x inv_1, 215 x fa_1, 147 x and2_1
- Adder Share, Synth: 63.6%
- Sequential-to-total area share from yosys stat: 0%
- Syn avg cell area: 9.35 um2
- 1st-pass router iterations: 4
- Synthesized cell area: 8370 um2
- Cell mode on critical path: fa_2
- Least-Margin Pin Slew: 0.271 ns
- Pwr Density: 245 nW/um2
- Logic family by area: adder cells
- Count leader, synth: inv_1
- Leak pwr: 4.83 nW
- Crit path DRT: about 12 ns
- Worst Slack Setup Final: -2.76 ns
- Final setup viols: 13
- Synth Area in Simple Gates: 16.2%
- FFs & Latches: 0
- Synth top area cells: fa_1 51%, inv_1 12%, ha_1 12%
- Cells after synthesis: roughly 900
- Post-DP Area: 9270 um2
- Tool warnings: 35
- Post-DR vias/cell: 4.36
- Slew Viols, Final: 0
- Antenna violations before repair: 0
- Worst relative slew slack: between 80% and 90%
- Power consumption: ~0.0023 W
- Synth mux share: 0%
- Routed vias: about 5300
- Flop area: 0 um2
- Max-Cap Viols: 0
- Final WL: 16600 um
- Gr ovfl total: 0
- Crit path max fanout: 5
- Vias in the first global route: 5657
- Worst Setup End Kind: output pin
- GP Congestion: about 0.83
- DPL Wire Length: 14400 um
- DR iter-0 viols: 114
- Cell area after layout: 9340 um2
- Fp_density: 41.1%
- Largest net degree at the start of global routing: 16
- WS Path Type: in2out
- Layout cells sized above 1: 16.8%
- Compound Share, Synth: 0%
- Max-area cell share: 51.4%
- First-pass GRT wire length: 28400 um
- # IOs: 64
- Fin crit period: 17.46 ns
- GRT Overall Usage: around 18%
- Synthesis-to-finish area growth: 11.6%
- Final hold violation count: 0
- Die width: 147 um
- Yosys warning tally: 8
- Routed WL per cell: ~14 um
- Clock buffer count: 0
- Period utilization: 119%
- WP data arrival: 14.52 ns
- Row count: 52
- RSZ-0062 raised after global routing: true
- Number of I/O port buffers: roughly 64
- Fmax: 57.3 MHz
- Core area: roughly 20000 um2
- CP peak stage delay: 0.55 ns
- Yosys xor share: about 1.2%
- Hold_ws: 6.68 ns
- Antenna Cells: 0
- # Cells Yosys: 895
- Worst Hold Class: in2out
- Yosys cell types: 10
- Peak supply drop: 0.208 mV
- Worst path slowest cell: fa_1
- Drt drc: 0
- Cell type with the largest total area: fa_1
- Die area: 21500 um2
- Crit start category: input pin
- Die Height: 147 um
- Yosys Chip Area: 8370 um2
## routing by layer
layer  up-vias  GRT usage, %  part of all wire [%]
li1       2558             -                     -
met2       143          27.0                    45
met4         0         0.781                  0.39
met1      2641          29.1                    47
met3         6          4.84                   7.1
met5         -             0                     0
## kinds of logic (layout without fill, tap and decap cells)
logic type | Yosys count | count (layout)
buffers and inverters | 338 | 399
AND/OR/NAND/NOR | 256 | 256
XOR/XNOR | 5 | 5
adder cells (fa/ha/maj) | 296 | 296
## report_power, final
part	internal (W)	switching, W	leakage (nW)
clock	0	0	0
combinational	0.00127	0.00102	4.83
sequential	0	0	0
## stage by stage
step | setup WS (ns) | setup TNS (ns) | utilization (%) | std cells
3_5_place_dp | -3.78 | -34.82 | 45.5 | 1221
2_1_floorplan | -2.52 | -19.93 | - | 895
4_1_cts | -3.14 | -22.93 | 45.8 | 1225
3_3_place_gp | -3.75 | -34.16 | 45.5 | 1221
6_report | -2.76 | -22.61 | 45.9 | 1226
5_1_grt | -3.05 | -25.79 | 45.9 | 1226
## final timing paths
path | from | slack, ns | endpoint | cells after the start
setup / recovery | A[0] | -2.76 | prod[31] | 47
hold / removal | A[0] | 6.68 | prod[0] | 5
## timing repair
item / 4_1_cts / 5_1_grt
setup endpoints to repair: 15 / 15
setup buffers: 4 / 1
resized: 127 / 17
endpoints found under the hold margin: 0 / 0
hold buffers: 0 / 0
pin swaps: 10 / 4
## critical path, delay by kind of cell
family	cells	cell delay, ns
buf+inv	12	0.68
xor+xnor	1	0.13
simple gates	1	0.15
fa+ha+maj	33	10.62
## cell type report
type                            count  area (um2)  area share, %
Tap cell                          270         338           3.62
Timing Repair Buffer              125        1020           11.0
Multi-Input combinational cell    557        6950           74.4
Inverter                          274        1030           11.0
## cell usage in the layout (no fill, tap or decap), drive strengths merged
master         instances
xnor3                  4
and2                 155
xor2                   1
inv                  274
fa                   215
nand2                101
clkbuf                 4
clkdlybuf4s15          3
buf                   82
ha                    81
clkdlybuf4s50         35
dlymetal6s2s           1
Power and IR drop assume default switching activity.
