### flow/design.v
module mux_8x1(i0, i1, i2, i3, i4, i5, i6, i7, op, out);
    input i0, i1, i2, i3, i4, i5, i6, i7;
    input [3:1] op;
    output out;
    assign out=i0&!op[1]&!op[2]&!op[3] | i1&op[1]&!op[2]&!op[3] | i2&!op[1]&op[2]&!op[3] | i3&op[1]&op[2]&!op[3] | i4&!op[1]&!op[2]&op[3] | i5&op[1]&!op[2]&op[3] | i6&!op[1]&op[2]&op[3] | i7&op[1]&op[2]&op[3];
endmodule
module float_logic_unit(A, B, op, out);
    input [16:1] A, B;
    input [3:1] op;
    output [16:1] out;
    wire [16:1] and_out, nand_out, nor_out, or_out, not_out, xor_out, xnor_out, neg_out;
    assign and_out=A & B;                
    assign nand_out=A ~& B;
    assign nor_out=A ~| B;
    assign or_out=A | B;
    assign not_out=~A;
    assign xor_out=A ^ B;
    assign xnor_out=A ~^ B;
    assign neg_out=~A;
    mux_8x1 m1 (and_out[1], nand_out[1], nor_out[1], or_out[1], not_out[1], xor_out[1], xnor_out[1], neg_out[1], op, out[1]);
    mux_8x1 m2 (and_out[2], nand_out[2], nor_out[2], or_out[2], not_out[2], xor_out[2], xnor_out[2], neg_out[2], op, out[2]);
    mux_8x1 m3 (and_out[3], nand_out[3], nor_out[3], or_out[3], not_out[3], xor_out[3], xnor_out[3], neg_out[3], op, out[3]);
    mux_8x1 m4 (and_out[4], nand_out[4], nor_out[4], or_out[4], not_out[4], xor_out[4], xnor_out[4], neg_out[4], op, out[4]);
    mux_8x1 m5 (and_out[5], nand_out[5], nor_out[5], or_out[5], not_out[5], xor_out[5], xnor_out[5], neg_out[5], op, out[5]);
    mux_8x1 m6 (and_out[6], nand_out[6], nor_out[6], or_out[6], not_out[6], xor_out[6], xnor_out[6], neg_out[6], op, out[6]);
    mux_8x1 m7 (and_out[7], nand_out[7], nor_out[7], or_out[7], not_out[7], xor_out[7], xnor_out[7], neg_out[7], op, out[7]);
    mux_8x1 m8 (and_out[8], nand_out[8], nor_out[8], or_out[8], not_out[8], xor_out[8], xnor_out[8], neg_out[8], op, out[8]);
    mux_8x1 m9 (and_out[9], nand_out[9], nor_out[9], or_out[9], not_out[9], xor_out[9], xnor_out[9], neg_out[9], op, out[9]);
    mux_8x1 m10 (and_out[10], nand_out[10], nor_out[10], or_out[10], not_out[10], xor_out[10], xnor_out[10], neg_out[10], op, out[10]);
    mux_8x1 m11 (and_out[11], nand_out[11], nor_out[11], or_out[11], not_out[11], xor_out[11], xnor_out[11], neg_out[11], op, out[11]);
    mux_8x1 m12 (and_out[12], nand_out[12], nor_out[12], or_out[12], not_out[12], xor_out[12], xnor_out[12], neg_out[12], op, out[12]);
    mux_8x1 m13 (and_out[13], nand_out[13], nor_out[13], or_out[13], not_out[13], xor_out[13], xnor_out[13], neg_out[13], op, out[13]);
    mux_8x1 m14 (and_out[14], nand_out[14], nor_out[14], or_out[14], not_out[14], xor_out[14], xnor_out[14], neg_out[14], op, out[14]);
    mux_8x1 m15 (and_out[15], nand_out[15], nor_out[15], or_out[15], not_out[15], xor_out[15], xnor_out[15], neg_out[15], op, out[15]);
    mux_8x1 m16 (and_out[16], nand_out[16], nor_out[16], or_out[16], not_out[16], xor_out[16], xnor_out[16], neg_out[16], op, out[16]);
endmodule
### flow/run.sh
#!/bin/bash
# OpenROAD 26Q1-2900-gdf79404cd8, Yosys 0.63+post, stock flow scripts
make -C /OpenROAD-flow-scripts/flow DESIGN_CONFIG=/design/flow/config.mk WORK_HOME=/design/flow/orfs finish
### flow/config.mk
export PLATFORM = sky130hd
export DESIGN_NAME = float_logic_unit
export DESIGN_NICKNAME = float_logic_unit
export VERILOG_FILES = /design/flow/design.v
export SDC_FILE = /design/flow/constraint.sdc
export NUM_CORES = 4
export LEC_CHECK = 1
export CORE_UTILIZATION = 30
### flow/constraint.sdc
current_design float_logic_unit

set clk_period 1.6
set clk_io_pct 0.2

create_clock -name clk0 -period $clk_period

set non_clock_inputs [all_inputs -no_clocks]
set_input_delay [expr $clk_period * $clk_io_pct] -clock clk0 $non_clock_inputs
set_output_delay [expr $clk_period * $clk_io_pct] -clock clk0 [all_outputs]
==> impl_metrics.ini <==
; flow metrics
[run_status]
status = complete, but fails checks
violations = negative setup slack

[worst_setup_path]
worstSetupEndpointType = primary output
worstSetupPathType = input port to primary output
crit_chain = buf_12 > buf_8 > buf_6 > mux2i_4 > xor2_1 > o21ai_1 > buf_2
cp_slowest_stage_delay_ps = 180
slowest_stage = mux2i_4
crit_buf_inv = 4
critPathArrivalTime_ps = 1330
required_ps = 1280
critPathTopFamily = buffers and inverters
crit_path_max_fanout = 8
start_kind = input port

[die]
io_pins = 51
die_height_um = 75.6
rows = 26
floorplanUtilization = 0.314
chipWidth_um = 75.6
core_um2 = 5170
die-area_um2 = 5720

[pwr]
power_mw = 0.805
max-vdd-ir-drop_mv = 0.111
p_leak_nw = 1.37
power_density_nw_per_um2 = 273

[timing]
fin_tns_setup_ps = -202
setup_viol = 10
relSlewSlack = 0.836
layout_min_cycle_time_ps = 1650
fin_ws_ps = -46.9
rsz0062_at_grt = true
finalMaxSlewViolations = 0
fmax_ghz = 0.607
hold_violations = 0
finalClockPeriodUsage = 1.03
tightest_slew_ps = 242

[grt]
grt_pass1_wl_um = 6830
gr-usage-all-layers = 0.153
grt_pass1_vias = 1539
grt_overflow = 0
antenna_found_initial = 0
grt_start_max_net_pins = 21

[layout]
area_growth_pct = 81.2
layout-drive-gt1-share = 0.707
flops = 0
fin_util = 0.570
seq_area_um2 = 0
clkbuf_count = 0

[job]
warnings = 50
maxCapViolations = 0

[logic_synthesis]
top_cell_area_share = 0.246
postSynthCellCount = 207
netlist_logic_family_top = multiplexers
synth.avg_cell_area_um2 = 7.86
xor_area_frac = 0.0862
ys_area_um2 = 1630
ys_warn_count = 0
yosys.area_share.aoi = 0.150
yosys_cells = 207
synth.area.top_cells = ha_1 (25%), mux2i_1 (17%), xor2_1 (8.6%)
yosys.area.top_type = ha_1
synth_area_um2 = 1630
yosysUniqueCellTypes = 21
top_cells_by_count = ha_1 (32), inv_1 (32), mux2i_1 (27)
synth_seq_share = 0
adder_share = 0.246
mux_share = 0.249
ys_sh_simple = 0.0746

[drt]
drc_errors = 0
drt_pass1_iterations = 4
routed_via_density = 4.66
drt_iter0_drc = 31
post_drt_wl_per_cell_um = 12.6
routed_wl_um = 4360
ant_nets = 0
vias = 1613
n_antenna_cell = 0

[placement]
port_buffers = 51
dp_hpwl_um = 2460
gp_congestion = 0.729
dp_slack_ps = -820

[hold_path]
hold_path.class = input port to primary output

[clock_tree]
ctsHoldBuffers = 0
cells in the final DEF, fill, tap and decap left out, types with 2 or more instances in the layout:
master            n
buf_2            34
buf_4            26
mux2i_1          24
inv_2            18
ha_4             17
xor2_1           16
buf_6            16
mux2_4           12
a21oi_2          12
a211oi_2         11
nor2b_1          10
ha_1              8
buf_8             8
inv_4             7
ha_2              7
buf_12            7
o21ai_1           6
inv_1             5
o211ai_1          3
buf_16            3
nor2b_4           2
nor2_1            2
o311ai_2          2
inv_6             2
mux2i_4           2
nand2_1           2
nor2b_2           2
clkdlybuf4s15_1   2
per-layer routing:
metal | track usage | part of all wire | vias to the layer above
met4 | 0.00206 | 0 | 0
met2 | 0.264 | 0.47 | 32
met1 | 0.227 | 0.50 | 759
li1 | - | - | 822
met3 | 0.00268 | 0.030 | 0
met5 | 0 | 0 | -
worst paths after layout:
kind / cells past startpoint / slack (ps) / endpoint / start
worst min-delay path: 6 / 1160 / out[10] / A[10]
worst max-delay path: 7 / -50 / out[9] / op[2]
logic make-up (layout without fill, tap and decap cells):
group,Yosys count,in the layout
AOI/OAI and AO/OA,38,38
xor gates and xnor gates,16,16
adders and majority gates,32,32
buffers and inverters,61,130
muxes,39,39
and+or+nand+nor,21,21
area by class of cell:
cell class / count / area (um^2)
Timing Repair Buffer: 98 / 946
Inverter: 32 / 148
Fill cell: 426 / 2220
Tap cell: 70 / 87.6
Multi-Input combinational cell: 146 / 1770
what timing repair did:
| action | in CTS | in global routing |
|---|---|---|
| pin swaps | 58 | 19 |
| gates resized | 292 | 41 |
| cloned | 5 | 0 |
| setup buffers | 16 | 0 |
| endpoints found under the setup margin | 16 | 16 |
worst min-delay path, delay by kind of cell:
kind | cells | cell delay, ps
buffers and inverters | 3 | 300
AND-OR/OR-AND | 3 | 230
through the flow:
stage	area (um^2)	std cells	hold WS, ps
global placement	2290	327	1550
finish	2950	346	1160
CTS	2810	347	1120
global route	2950	346	1220
floorplan	1630	207	865
detailed placement	2290	327	1550
report_power, final:
part           switching [mW]  total, mW  leakage, nW  internal (mW)
Clock                       0          0            0              0
Sequential                  0          0            0              0
Combinational           0.330      0.805         1.37          0.475
Total                   0.330      0.805         1.37          0.475
No activity file was given, so power comes from the tool's default toggle rates.
