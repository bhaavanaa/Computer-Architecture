==> design.v <==
module mux_32x1(i0, i1, i2, i3, i4, i5, i6, i7, i8, i9, i10, i11, i12, i13, i14, i15, i16, i17, i18, i19, i20, i21, i22, i23, i24, i25, i26, i27, i28, i29, i30, i31, sel, out);
	input [15:0] i0, i1, i2, i3, i4, i5, i6, i7, i8, i9, i10, i11, i12, i13, i14, i15, i16, i17, i18, i19, i20, i21, i22, i23, i24, i25, i26, i27, i28, i29, i30, i31;
	input [4:0] sel;
	output [15:0] out;
	assign out={16{!sel[4]&!sel[3]&!sel[2]&!sel[1]&!sel[0]}}&i0 |
					{16{!sel[4]&!sel[3]&!sel[2]&!sel[1]&sel[0]}}&i1 |
					{16{!sel[4]&!sel[3]&!sel[2]&sel[1]&!sel[0]}}&i2 |  
					{16{!sel[4]&!sel[3]&!sel[2]&sel[1]&sel[0]}}&i3 |
					{16{!sel[4]&!sel[3]&sel[2]&!sel[1]&!sel[0]}}&i4 |
					{16{!sel[4]&!sel[3]&sel[2]&!sel[1]&sel[0]}}&i5 |
					{16{!sel[4]&!sel[3]&sel[2]&sel[1]&!sel[0]}}&i6 |
					{16{!sel[4]&!sel[3]&sel[2]&sel[1]&sel[0]}}&i7 |
					{16{!sel[4]&sel[3]&!sel[2]&!sel[1]&!sel[0]}}&i8 |
					{16{!sel[4]&sel[3]&!sel[2]&!sel[1]&sel[0]}}&i9 |
					{16{!sel[4]&sel[3]&!sel[2]&sel[1]&!sel[0]}}&i10 |
					{16{!sel[4]&sel[3]&!sel[2]&sel[1]&sel[0]}}&i11 |
					{16{!sel[4]&sel[3]&sel[2]&!sel[1]&!sel[0]}}&i12 |
					{16{!sel[4]&sel[3]&sel[2]&!sel[1]&sel[0]}}&i13 |
					{16{!sel[4]&sel[3]&sel[2]&sel[1]&!sel[0]}}&i14 |
					{16{!sel[4]&sel[3]&sel[2]&sel[1]&sel[0]}}&i15 |
					{16{sel[4]&!sel[3]&!sel[2]&!sel[1]&!sel[0]}}&i16 |
					{16{sel[4]&!sel[3]&!sel[2]&!sel[1]&sel[0]}}&i17 |
					{16{sel[4]&!sel[3]&!sel[2]&sel[1]&!sel[0]}}&i18 |  
					{16{sel[4]&!sel[3]&!sel[2]&sel[1]&sel[0]}}&i19 |
					{16{sel[4]&!sel[3]&sel[2]&!sel[1]&!sel[0]}}&i20 |
					{16{sel[4]&!sel[3]&sel[2]&!sel[1]&sel[0]}}&i21 |
					{16{sel[4]&!sel[3]&sel[2]&sel[1]&!sel[0]}}&i22 |
					{16{sel[4]&!sel[3]&sel[2]&sel[1]&sel[0]}}&i23 |
					{16{sel[4]&sel[3]&!sel[2]&!sel[1]&!sel[0]}}&i24 |
					{16{sel[4]&sel[3]&!sel[2]&!sel[1]&sel[0]}}&i25 |
					{16{sel[4]&sel[3]&!sel[2]&sel[1]&!sel[0]}}&i26 |
					{16{sel[4]&sel[3]&!sel[2]&sel[1]&sel[0]}}&i27 |
					{16{sel[4]&sel[3]&sel[2]&!sel[1]&!sel[0]}}&i28 |
					{16{sel[4]&sel[3]&sel[2]&!sel[1]&sel[0]}}&i29 |
					{16{sel[4]&sel[3]&sel[2]&sel[1]&!sel[0]}}&i30 |
					{16{sel[4]&sel[3]&sel[2]&sel[1]&sel[0]}}&i31;
endmodule
==> run.sh <==
#!/bin/bash
# OpenROAD 26Q1-2900-gdf79404cd8, Yosys 0.63+post, stock flow scripts
make -C /OpenROAD-flow-scripts/flow DESIGN_CONFIG=/design/flow/config.mk WORK_HOME=/design/flow/orfs finish
==> config.mk <==
export PLATFORM = sky130hd
export DESIGN_NAME = mux_32x1
export DESIGN_NICKNAME = mux_32x1
export VERILOG_FILES = /design/flow/design.v
export SDC_FILE = /design/flow/constraint.sdc
export NUM_CORES = 4
export LEC_CHECK = 1
export CORE_AREA = 10 10 210 210
export DIE_AREA = 0 0 220 220
==> constraint.sdc <==
current_design mux_32x1

set clk_period 4.3
set clk_io_pct 0.2

create_clock -name clk0 -period $clk_period

set non_clock_inputs [all_inputs -no_clocks]
set_input_delay [expr $clk_period * $clk_io_pct] -clock clk0 $non_clock_inputs
set_output_delay [expr $clk_period * $clk_io_pct] -clock clk0 [all_outputs]
==> summary.txt <==
Main metrics from the flow reports.

The count of routing violations after the opening detailed-route iteration came out at 587. The tally of buffers added on design ports is 533. Setup repair after global routing left no endpoint under its margin. The share of the core area taken by cells at floorplan is 9.26%. The final-layout setup total negative slack came out at 0 ps.

The largest net degree at the start of global routing came out at 33. The total count of max-transition violations in the final report came out at 0. Per the post-synthesis report, the number of cells in the design is 522. The post-synthesis instance area came out at 0.00367 sq mm.

The maximum clock frequency came out at 0.235 GHz. The overall routing resource usage is 18.7%. The count of different cell masters after synthesis came out at 40. The area of the placeable core came out at 0.0396 sq mm. The count of final setup violators came out at 0.

The worst setup path is captured at an output pin. Subtracting the final worst setup slack from the clock period gives 4260 ps. The number of global-route vias before repair is 8419. The max-capacitance violation count is 0. The wire length per cell came out at 29.4 microns. The worst voltage drop across the vdd grid is 0.0327 mV. The first-pass detailed-route iteration total came out at 5.

The logic area came out at 0.00346 sq mm. The kind of critical path is primary input to output pin. The remaining number of nets flagged by the antenna check after routing came out at 0. OpenROAD emitted warnings numbering 33. The worst slew margin relative to its limit is 61.3%. In the final layout, the share of cells above drive strength 1 is 17.2%. The growth of design area from synthesis to finish came out at 190%. The final clock period utilization by the worst path is 99.0%. The routed design has 48.0 mm of wire. The number of hold buffers added after CTS is 0. The worst path arrival time came out at 3400 ps. The placed instances occupy a cell area of 0.0105 sq mm. The height of the die came out at 220 microns.

The design area is 0.0107 sq mm. The worst setup path is launched from a primary input. The number of vias in the routed layout is 7712. Total power normalized to cell area comes to 84.8 mW/mm^2. The final hold violation count came out at 0. The wire length of the first global-routing pass is 63.7 mm. Of the synthesized area, sequential elements account for 0%. The number of placed instances, taps included is 1629. The maximum fanout count along the critical path is 24.

Counting the warning lines in the Yosys log gives 0. The worst setup timing slack at the placement stage is -797 ps. The number of cells in Yosys stat came out at 522.

After layout, the worst setup slack is 43.3 ps. The sequential cell count of the final layout is 0. The die span in x came out at 220 microns. The routability congestion estimate is 0.938.

The floorplan die area is 0.0484 sq mm. The number of filler cells placed in the layout is 4309. The transition at the pin with the smallest max-transition slack came out at 565 ps.

The detailed-placement wirelength estimate came out at 42.3 mm. The number of antenna violations at the first check in global routing came out at 8. The total congestion overflow after global routing is 0. TritonRoute reported its final design rule violation total as 0. The area occupied by registers is 0 sq um. For reference, the placement row count at floorplan is 73. The run finished with clean final reports.

The final-layout clock buffer total came out at 0. The required time of the worst setup path is 3440 ps. The mean area per synthesized cell is 7.04 sq um. The final report lists a non-filler cell total of 1632. The per-cell via count in the routed design is 4.73. The chip area in the Yosys report is 0.00367 sq mm.

The overall power consumption is 0.905 mW. The script extracted a total leakage power of 4.01 nW. The count of boundary I/O pins came out at 533.

The class of the tightest hold or removal check is primary input to output pin.
timing repair:
item / in CTS / in global routing
buffers inserted: 0 / 1
pin swaps: 8 / 9
gates resized: 56 / 23
endpoints found under the setup margin: 16 / 16
cloned: 0 / 0
synthesized netlist by cell type (all sizes together):
cell type	n	area, sq um
a2111o	1	11.3
a2111oi	13	114
a211o	1	8.76
a211oi	1	7.51
a21oi	3	15.0
a221oi	9	78.8
a222oi	2	20.0
a22o	1	8.76
a22oi	107	803
a31oi	16	100
a32o	8	80.1
a32oi	62	543
and2	22	140
and3	61	382
and3b	3	26.3
and4	2	17.5
buf	28	211
clkbuf	50	193
mux2	20	225
mux2i	3	30.0
nand2	16	60.1
nand2b	1	6.26
nand3	13	65.1
nand4	41	257
nand4b	2	17.5
nor2	3	11.3
nor2b	3	18.8
nor3	3	15.0
nor3b	4	30.0
nor4b	4	35.0
o2111ai	2	17.5
o211ai	1	7.51
o21ai	2	10.0
o22a	1	8.76
or4	13	97.6
layout by cell type, fill, tap and decap left out, types with 2 or more instances in the layout:
master	count
sky130_fd_sc_hd__and3_1	61
sky130_fd_sc_hd__and4_1	2
sky130_fd_sc_hd__and3b_2	2
sky130_fd_sc_hd__a32o_1	8
sky130_fd_sc_hd__a2111oi_0	5
sky130_fd_sc_hd__nor4b_1	3
sky130_fd_sc_hd__a21oi_1	3
sky130_fd_sc_hd__and2_1	9
sky130_fd_sc_hd__a221oi_1	9
sky130_fd_sc_hd__nor3b_1	2
sky130_fd_sc_hd__a32oi_1	61
sky130_fd_sc_hd__or4_4	5
sky130_fd_sc_hd__o2111ai_1	2
sky130_fd_sc_hd__nand3_1	12
sky130_fd_sc_hd__and2_2	3
sky130_fd_sc_hd__and2_4	9
sky130_fd_sc_hd__nand2_1	16
sky130_fd_sc_hd__a22oi_1	106
sky130_fd_sc_hd__nor2_1	2
sky130_fd_sc_hd__buf_4	103
sky130_fd_sc_hd__a2111oi_1	2
sky130_fd_sc_hd__nand4b_1	2
sky130_fd_sc_hd__a2111oi_2	5
sky130_fd_sc_hd__diode_2	2
sky130_fd_sc_hd__a31oi_1	14
sky130_fd_sc_hd__o21ai_0	2
sky130_fd_sc_hd__clkdlybuf4s50_1	527
sky130_fd_sc_hd__buf_12	20
sky130_fd_sc_hd__nand4_1	41
sky130_fd_sc_hd__a222oi_1	2
sky130_fd_sc_hd__buf_2	3
sky130_fd_sc_hd__buf_6	4
sky130_fd_sc_hd__mux2i_1	3
sky130_fd_sc_hd__clkbuf_4	2
sky130_fd_sc_hd__nor3_1	2
sky130_fd_sc_hd__mux2_2	20
sky130_fd_sc_hd__or4_1	8
layout make-up:
class,instances,share of cell area (%)
Antenna cell,2,0.0469
Timing Repair Buffer,661,61.4
Multi-Input combinational cell,444,32.4
Tap cell,525,6.16
power breakdown:
| group | total [mW] | leakage (nW) | switching, mW | internal [mW] |
|---|---|---|---|---|
| combinational | 0.905 | 4.01 | 0.303 | 0.602 |
| sequential | 0 | 0 | 0 | 0 |
| clock | 0.0000000624 | 0.0000127 | 0 | 0.0000000624 |
per-stage QoR:
stage	utilization (%)	hold WS [ps]
6_report	26.9	2670
5_1_grt	26.9	2700
4_1_cts	26.8	2700
3_5_place_dp	26.4	2840
3_3_place_gp	26.4	2850
2_1_floorplan	-	1830
logic make-up (layout without fill, tap and decap cells):
family,Yosys count,count (layout),synth area share (%)
AND/OR/NAND/NOR,191,191,32.1
other,0,2,0
AND-OR/OR-AND,230,230,49.9
multiplexers,23,23,6.95
buffers and inverters,78,661,11.0
routing by layer:
layer | part of all wire (%) | GRT usage, %
met5 | 0.040 | 0
met4 | 2.1 | 3.93
met3 | 11 | 7.12
met2 | 47 | 31.2
met1 | 39 | 22.5
final timing paths:
kind | from | endpoint | slack, ps | cells after the start
max | sel[3] | out[10] | 40 | 9
min | i3[6] | out[6] | 2670 | 5
worst max-delay path, stage by stage:
cell	delay, ps
sky130_fd_sc_hd__buf_2	170
sky130_fd_sc_hd__and2_4	210
sky130_fd_sc_hd__buf_4	150
sky130_fd_sc_hd__buf_4	220
sky130_fd_sc_hd__and3_1	200
sky130_fd_sc_hd__a31oi_1	320
sky130_fd_sc_hd__nand4_1	280
sky130_fd_sc_hd__or4_1	520
sky130_fd_sc_hd__clkdlybuf4s50_1	440
Power is estimated from default activity; no workload was simulated.
